`/design/flow/config.mk`:
```
export PLATFORM = sky130hd
export DESIGN_NAME = alu_rtl
export DESIGN_NICKNAME = alu_rtl
export VERILOG_FILES = /design/flow/design.v
export SDC_FILE = /design/flow/constraint.sdc
export NUM_CORES = 4
export LEC_CHECK = 1
export CORE_AREA = 10 10 110 110
export DIE_AREA = 0 0 120 120
```
`/design/flow/constraint.sdc`:
```
current_design alu_rtl

set clk_period 4.0
set clk_io_pct 0.2

create_clock -name clk0 -period $clk_period

set non_clock_inputs [all_inputs -no_clocks]
set_input_delay [expr $clk_period * $clk_io_pct] -clock clk0 $non_clock_inputs
set_output_delay [expr $clk_period * $clk_io_pct] -clock clk0 [all_outputs]
```
`/design/flow/design.v`:
```
module alu_rtl(
    ctrl,
    x,
    y,
    carry,
    out  
);
    input  [3:0] ctrl;
    input  [7:0] x;
    input  [7:0] y;
    output       carry;
    output [7:0] out;
always@(ctrl)
begin
  case(ctrl)
    4'b0000: out = x + y;
    4'b0001: out = x - y;
    4'b0010: out = x & y;
    4'b0011: out = x | y;
    4'b0100: out = ~x;
    4'b0101: out = x ^ y;
    4'b0110: out = x ~| y;
    4'b0111: out = y << x[2:0];
    4'b1000: out = y >> x[2:0];
    4'b1001: out = {x[7],x[7:1]};
    4'b1010: out = {x[6:0] , x[7]};
    4'b1011: out = {x[0] , x[7:1]};
    4'b1100: out = (x==y)?1:0;
    4'b1101: out = 0;
    4'b1110: out = 0;
    4'b1111: out = 0;
  endcase
end
endmodule
```
`/design/flow/run.sh`:
```
#!/bin/bash
# OpenROAD 26Q1-2900-gdf79404cd8, Yosys 0.63+post, stock flow scripts
make -C /OpenROAD-flow-scripts/flow DESIGN_CONFIG=/design/flow/config.mk WORK_HOME=/design/flow/orfs finish
```
==> flow_metrics.tcl <==
# collected from the flow reports
set metrics [dict create \
    power_leakage_nw 1.50 \
    crit_path_max_incr_delay_ns 0.48 \
    gr-total-overflow 0 \
    critical_path_peak_fanout 14 \
    finalWorstSetupSlack_ns 0.0772 \
    area.growth.synth_to_final_pct 55.9 \
    route.final.wire_length_microns 8870 \
    grt_start_max_net_pins 32 \
    post-route-period-util_pct 98.1 \
    preCtsSetupSlack_ns -0.364 \
    yosys.stat.seqShare_pct 0 \
    rsz0062_at_grt "true" \
    port-buffer-count 28 \
    ys_cells 291 \
    initial_utilization_pct 21.5 \
    seqPwrFrac_pct 0 \
    internal_power_mw 0.204 \
    sequential_cell_area_sq_um 0 \
    slew_violations 0 \
    ir_drop_mv 0.0309 \
    synth.distinct_cells 75 \
    fp.dieH_microns 120 \
    grt_pass1_vias 2510 \
    fmax_ghz 0.255 \
    warning_count 50 \
    drcViolationCount 0 \
    switching_share_pct 48.4 \
    power.share.clock_pct 0 \
    post-route-util_pct 33.6 \
    number_of_antenna_violations_at_the_first_check_in_global_routing 0 \
    cp.required_ns 3.20 \
    layout-drive-gt1-share_pct 37.1 \
    grt_pass1_wl_microns 13800 \
    combinational_power_share_pct 100.0 \
    critical_path.slowest_cell "clkdlybuf4s50_1" \
    drt.antenna.violating_nets 0 \
    detailedRoute.firstPassIterationCount 8 \
    chip_area_sq_um 14400 \
    num_sequential 0 \
    cts_hold_buffers 0 \
    drt_iter0_markers 289 \
    horizontal_die_size_microns 120 \
    fin_total_pwr_mw 0.395 \
    weighted_congestion_reported_at_the_end_of_routability_driven_placement 0.989 \
    startpoint_type "input pin" \
    post_drt_via_cell_ratio 5.21 \
    global_route.usage.total_pct 11.7 \
    cap_viol_max_count 0 \
    synthesis.area_sq_um 2100 \
    core_sq_um 9770 \
    synth.avg_cell_area_sq_um 7.23 \
    dp_hpwl_microns 6930 \
    netlist_instances 291 \
    crit_path_cell_trace "clkdlybuf4s50_1, buf_6, and4b_2, buf_4, nand2_1, buf_4, o211ai_1, a31o_1, a311o_1, clkdlybuf4s50_1" \
    num_io_pins 29 \
    cp.arrival_ns 3.12 \
    post-route-min-period_ns 3.92 \
    drt-wirelength-per-cell_microns 17.2 \
    crit_path_kind "in2out" \
    final.clkbuf_count 0 \
    timing_hold_violations_final 0 \
    finalSetupViolations 0 \
    rows 36 \
    yosys_warnings 18 \
    result_of_the_run "completed" \
    insertedDiodeCount 0 \
    routed-via-count 2686 \
    powerDensity_nw_per_um2 120 \
    chip_area_line_of_the_yosys_report_sq_um 2100 \
    hold_crit_path_type "in2out" \
    switching_power_of_the_nets_mw 0.191 \
    finalHoldWorstSlack_ns 2.43 \
    end_kind "primary output" \
]
[timing repair]
action / 4_1_cts / 5_1_grt
endpoints found under the setup margin: 8 / 7
cloned: 0 / 1
resized: 40 / 33
pin swaps: 12 / 23
setup buffers: 3 / 2
[synth_stat cells, drive strengths merged (2+ instances only)]
cell type,count,area [sq um]
o221ai,3,26.3
a32o,2,20.0
mux2i,10,100
nor3,9,50.1
buf,14,126
a32oi,2,17.5
nand4,3,18.8
and3,6,37.5
nand2,17,63.8
xor2,2,17.5
nor3b,3,22.5
a211oi,5,42.5
or3,3,18.8
o21ai,20,100
a2bb2oi,4,35.0
nor2,32,123
fa,2,40.0
and2b,2,18.8
or2,2,15.0
o211ai,4,35.0
o22ai,2,12.5
inv,23,86.3
o21bai,3,22.5
nand3,6,30.0
a221o,3,30.0
nor2b,4,32.5
mux4,6,135
a31oi,4,25.0
nor4b,3,26.3
ha,24,300
o31ai,2,15.0
clkbuf,7,26.3
o32a,2,20.0
nor4,2,27.5
a21oi,20,100
nand2b,7,43.8
nand3b,2,15.0
a221oi,3,26.3
[power by group through the flow]
stage	Clock (mW)	Sequential, mW	Combinational [mW]
CTS	0	0	0.372
global route	0	0	0.429
finish	0	0	0.395
[final timing paths]
path                  startpoint      to  slack [ns]  depth (start not counted)
worst max-delay path     ctrl[3]  out[3]        0.08                         10
worst min-delay path     ctrl[0]  out[2]        2.43                          6
[through the flow]
step                      setup TNS, ns  cells  instance area, sq um
final                                 0    516                  3280
after global routing            -0.0127    516                  3280
after CTS                        -0.119    513                  3120
after detailed placement          -1.52    510                  2990
after global placement            -1.53    510                  2990
after floorplan                       0    291                  2100
[logic make-up after synthesis]
family,count (synthesis),synth area share (%)
AOI/OAI and AO/OA,92,30.6
xor gates and xnor gates,2,0.832
adders and majority gates,26,16.2
buffers and inverters,46,12.0
muxes,17,11.9
other,1,0.178
and+or+nand+nor,107,28.4
[worst max-delay path: cells and delay by family]
kind | cells | cell delay [ns]
simple gates | 2 | 0.41
compound gates | 3 | 0.56
buf+inv | 5 | 1.36
[metal layers]
layer / share of wire (%) / vias up / GRT usage [%]
met2: 44 / 117 / 18.5
met1: 48 / 1289 / 17.5
li1: - / 1269 / -
met4: 1.1 / 0 / 1.06
met5: 0 / - / 0
met3: 7.0 / 11 / 0.904
[cell type report]
| type | instances | area [sq um] |
|---|---|---|
| inverters | 24 | 91.3 |
| fillers | 1009 | 6490 |
| repair buffers | 114 | 1000 |
| multi-input cells | 245 | 2020 |
| well taps | 133 | 166 |
[cells in the final DEF (no fill, tap or decap), drive strengths merged, types with 4 or more instances in the layout]
cell,synthesis,routed
o21ai,20,20
mux4,6,6
ha,24,24
nor3,9,9
nor2b,4,4
dlymetal6s2s,0,8
nand2b,7,7
a31oi,4,4
inv,23,23
and3,6,6
a2bb2oi,4,4
mux2i,10,10
a21oi,20,20
o211ai,4,4
nand2,17,17
clkdlybuf4s50,0,13
nor2,32,32
buf,14,85
dlygate4sd2,0,5
a211oi,5,5
nand3,6,6
